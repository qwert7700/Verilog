==> flow/design.v <==
`timescale 1ns / 1ps
module mux2Always(
        input wire [3:0]a,
        input wire [5:0]b,
        input wire [6:0]c,
        input wire [7:0]d,
        input wire [1:0] sel,
        output reg [7:0]o
    );
    always @(*) begin 
        if(sel == 2'b00) begin 
            o[7:0] = {4'b0,a[3:0]};
        end else if(sel == 2'b01) begin 
            o[7:0] = {2'b0,b[5:0]};
        end else if(sel == 2'b10) begin 
            o[7:0] = {1'b0,c[6:0]};
        end else begin 
            o[7:0] = d[7:0] ;
        end 
    end 
endmodule
==> flow/run.sh <==
#!/bin/bash
# OpenROAD 26Q1-2900-gdf79404cd8, Yosys 0.63+post, stock flow scripts
make -C /OpenROAD-flow-scripts/flow DESIGN_CONFIG=/design/flow/config.mk WORK_HOME=/design/flow/orfs finish
==> flow/config.mk <==
export PLATFORM = sky130hd
export DESIGN_NAME = mux2Always
export DESIGN_NICKNAME = mux2Always
export VERILOG_FILES = /design/flow/design.v
export SDC_FILE = /design/flow/constraint.sdc
export NUM_CORES = 4
export LEC_CHECK = 1
export CORE_AREA = 10 10 70 70
export DIE_AREA = 0 0 80 80
==> flow/constraint.sdc <==
current_design mux2Always

set clk_period 1.1
set clk_io_pct 0.2

create_clock -name clk0 -period $clk_period

set non_clock_inputs [all_inputs -no_clocks]
set_input_delay [expr $clk_period * $clk_io_pct] -clock clk0 $non_clock_inputs
set_output_delay [expr $clk_period * $clk_io_pct] -clock clk0 [all_outputs]
==> report_table.html <==
<p>Metrics extracted from the flow reports.</p>
<table>
<tr><th>Metric</th><th>Value</th></tr>
<tr><th colspan="2">Setup path</th></tr>
<tr><td>Critical-path maximum fanout</td><td>5</td></tr>
<tr><td>Startpoint Class</td><td>input port</td></tr>
<tr><td>Crit Path Class</td><td>input port to output pin</td></tr>
<tr><td>Crit path launch</td><td>sel[0]</td></tr>
<tr><td>Critical path data arrival time</td><td>1050 ps</td></tr>
<tr><td>Required @ worst endpoint</td><td>about 880 ps</td></tr>
<tr><td>Worst Setup End Kind</td><td>output pin</td></tr>
<tr><th colspan="2">Timing</th></tr>
<tr><td>Final WS setup</td><td>-174.8 ps</td></tr>
<tr><td>Time the final worst path needs with I/O delays and setup</td><td>1275 ps</td></tr>
<tr><td>Actual transition at the worst max-transition pin</td><td>115.4 ps</td></tr>
<tr><td>Endpoints failing setup</td><td>6</td></tr>
<tr><td>Post-layout period usage of the worst path</td><td>115.9%</td></tr>
<tr><td>Final Hold Violation Tally</td><td>0</td></tr>
<tr><td>Max Fclk</td><td>a little under 800 MHz</td></tr>
<tr><td>Headroom to the max-slew limit</td><td>between 90 and 100%</td></tr>
<tr><td>RSZ-0062 raised after global routing</td><td>true</td></tr>
<tr><td>Pins over their slew limit</td><td>0</td></tr>
<tr><th colspan="2">Cells and area</th></tr>
<tr><td>Share of final-layout standard cells stronger than drive strength 1</td><td>around 40%</td></tr>
<tr><td>Number of sequential cells in the layout</td><td>0</td></tr>
<tr><td>Layout clock buffer count</td><td>0</td></tr>
<tr><td>Area taken by flip-flops and latches</td><td>0 µm²</td></tr>
<tr><td>Post-route non-filler standard cell count</td><td>98</td></tr>
<tr><td>Final-layout fill cell count</td><td>~410</td></tr>
<tr><td>P&amp;R area growth vs syn</td><td>231.7%</td></tr>
<tr><td>Final standard cell utilization of the core</td><td>about 17%</td></tr>
<tr><th colspan="2">Synthesis</th></tr>
<tr><td>Post-synth mux share</td><td>a little under three quarters</td></tr>
<tr><td>Portion of the post-synthesis area used by sequential elements</td><td>0%</td></tr>
<tr><td>Post-synthesis cell area</td><td>approximately 180 µm²</td></tr>
<tr><td>Count of yosys warnings during synthesis</td><td>1</td></tr>
<tr><td>Post-Synthesis Cells</td><td>14</td></tr>
<tr><td>Compound-cell area share of the yosys netlist</td><td>9.859%</td></tr>
<tr><td>Avg Cell Area, Syn</td><td>roughly 13 µm²</td></tr>
<tr><td>Number of distinct library cell variants in the gate-level netlist after synthesis</td><td>9</td></tr>
<tr><td>Simple-gate portion of the synthesized area</td><td>a little over a tenth</td></tr>
<tr><td>Number of standard cells reported by yosys</td><td>14</td></tr>
<tr><td>Chip Area, Yosys</td><td>around 180 µm²</td></tr>
<tr><td>Top logic cell family in the synthesized netlist</td><td>multiplexers</td></tr>
<tr><td>XOR/XNOR Fraction of Synth Area</td><td>0%</td></tr>
<tr><td>Yosys adder share</td><td>0%</td></tr>
<tr><th colspan="2">Die</th></tr>
<tr><td>X dimension of the die</td><td>approximately 80 µm</td></tr>
<tr><td>Floorplan die height</td><td>80 µm</td></tr>
<tr><td>Core area</td><td>roughly 3400 µm²</td></tr>
<tr><td>FP Util</td><td>~5.2%</td></tr>
<tr><td>Number of placed I/O pins</td><td>35</td></tr>
<tr><td>Std cell rows</td><td>21</td></tr>
<tr><td>Total die area</td><td>6400 µm²</td></tr>
<tr><th colspan="2">Outcome</th></tr>
<tr><td>Violations in the final reports</td><td>setup timing</td></tr>
<tr><td>Outcome</td><td>finished, violations left</td></tr>
<tr><th colspan="2">Power</th></tr>
<tr><td>Power per standard cell area</td><td>307.9 nW/µm²</td></tr>
<tr><td>Worst-case vdd ir drop</td><td>0.09985 mV</td></tr>
<tr><td>Leakage power total</td><td>0.2795 nW</td></tr>
<tr><th colspan="2">Placed design</th></tr>
<tr><td>Worst setup timing slack at the placement stage</td><td>-928.9 ps</td></tr>
<tr><td>Hpwl dp</td><td>1009 µm</td></tr>
<tr><td>Cell count after placement</td><td>approximately 95</td></tr>
<tr><td>Gp weighted congestion</td><td>between 0.8 and 0.9</td></tr>
<tr><td>PortBufs</td><td>35</td></tr>
<tr><th colspan="2">Job</th></tr>
<tr><td>Maximum Capacitance Violations</td><td>0</td></tr>
<tr><td>Number of warning messages in the logs</td><td>34</td></tr>
<tr><th colspan="2">Route</th></tr>
<tr><td>Number of search-and-repair iterations in the first detailed-routing pass</td><td>3</td></tr>
<tr><td>Number of design rule violations left after detail routing</td><td>0</td></tr>
<tr><td>Total Routed Length</td><td>roughly 1200 µm</td></tr>
<tr><td>Vias after detailed routing</td><td>between 200 and 300</td></tr>
<tr><td>Final routed wire length divided by cell count</td><td>around 12 µm</td></tr>
<tr><td>Average vias per placed instance</td><td>around 3</td></tr>
<tr><td>Number of nets with antenna violations after detailed routing</td><td>0</td></tr>
<tr><td>Initial DRC Count</td><td>3</td></tr>
<tr><td>Count of inserted antenna diode cells</td><td>0</td></tr>
<tr><th colspan="2">Global route</th></tr>
<tr><td>Via count of the first global-routing pass</td><td>roughly 360</td></tr>
<tr><td>Wire length of the first global-routing pass</td><td>between 1500 and 2000 µm</td></tr>
<tr><td>Number of antenna violations at the first check in global routing</td><td>0</td></tr>
<tr><td>Total gr overflow</td><td>0</td></tr>
<tr><td>Maximum number of pins on one net before global-route repair</td><td>6</td></tr>
<tr><td>Global routing usage summed across all routing layers</td><td>around 3.5%</td></tr>
<tr><th colspan="2">Hold path</th></tr>
<tr><td>Worst hold path startpoint</td><td>d[7]</td></tr>
<tr><td>Worst hold path cell count</td><td>3</td></tr>
<tr><td>Worst hold path class</td><td>input port to output pin</td></tr>
<tr><td>Endpoint with the worst hold slack</td><td>o[7]</td></tr>
</table>
[metrics by stage]
step / power (mW) / hold WS [ps] / TNS [ps] / area (µm²)
after floorplan: 0.05389 / 514.5 / 0 / 177.7
after global placement: 0.2119 / 1428 / -6730 / 598.1
after detailed placement: 0.2126 / 1426 / -6789 / 598.1
after CTS: 0.1849 / 858.7 / -1006 / 585.6
after global routing: 0.1990 / 875.9 / -1166 / 589.3
final: 0.1814 / 845.3 / -934.6 / 589.3
[timing repair]
action,4_1_cts,5_1_grt
setup buffers,1,0
gates cloned,2,0
pin swaps,3,1
hold buffers,0,0
setup endpoints to repair,8,7
gates resized,61,1
hold endpoints to repair,0,0
[worst max path at each step]
stage / slack, ps / end
6_report: -170 / o[5]
5_1_grt: -230 / o[5]
4_1_cts: -190 / o[5]
[kinds of logic after synthesis]
| kind of cell | after synthesis |
|---|---|
| mux | 7 |
| simple gates | 3 |
| compound gates | 2 |
| buf+inv | 2 |
[critical path, stage by stage]
cell	delay, ps
buf_8	110
buf_12	130
mux2_4	280
a22o_1	200
buf_2	110
[per-layer routing]
| metal | global-route usage, % | routed length [µm] | vias up |
|---|---|---|---|
| met1 | 4.330 | 564 | 125 |
| met3 | 2.614 | 250 | 0 |
| met5 | 0 | 0 | - |
| met2 | 5.056 | 405 | 32 |
| li1 | - | - | 138 |
| met4 | 0 | 0 | 0 |
[cells in the mapped netlist]
master	n	area (µm²)
a22o_1	2	17.52
buf_6	1	11.26
mux2i_1	1	10.01
nor2b_1	2	12.51
clkbuf_1	1	3.750
mux2_4	1	15.01
mux4_2	4	90.09
mux2_1	1	11.26
and3_1	1	6.260
[layout by cell type, fill, tap and decap left out, drive strengths merged]
master,netlist,layout
mux2i,1,1
nor2b,2,2
mux2,2,2
a22o,2,2
dlygate4sd2,0,22
and3,1,1
clkdlybuf4s50,0,2
clkdlybuf4s15,0,2
mux4,4,4
buf,1,14
[cell type report]
| type | instances | area, µm² | share of cell area (%) |
|---|---|---|---|
| timing repair buffer | 40 | 362.8 | 61.57 |
| tap | 46 | 57.56 | 9.766 |
| multi-input combinational | 12 | 168.9 | 28.66 |
[report_power, final]
part           internal, mW  leakage (nW)  switching [mW]  total, mW
Combinational         0.136         0.280          0.0455      0.181
Clock                     0             0               0          0
Sequential                0             0               0          0
Power figures rest on the tool's default switching activity, not on a simulated workload.
