<file path="design/flow/design.v">
`timescale 1ns / 1ps
module bunchOfRegEnable(
    input wire clk,
    input wire rst_n,
    input wire enable,
    input wire [7:0] d0,
    input wire [7:0] d1,
    input wire [7:0] d2,
    output reg [7:0] q0,
    output reg [7:0] q1,
    output reg [7:0] q2
    );
    always @(posedge clk or negedge rst_n) begin 
        if(!rst_n) begin 
            q0 <= 8'h00 ;
            q1 <= 8'h00 ;
            q2 <= 8'h00 ;
        end else if(enable)begin 
            q0 <= d0 ;
            q1 <= d1 ;
            q2 <= d2 ;
        end else begin 
            q0 <= q0 ;
            q1 <= q1 ;
            q2 <= q2 ;
        end 
    end 
endmodule
</file>
<file path="design/flow/run.sh">
#!/bin/bash
# OpenROAD 26Q1-2900-gdf79404cd8, Yosys 0.63+post, stock flow scripts
make -C /OpenROAD-flow-scripts/flow DESIGN_CONFIG=/design/flow/config.mk WORK_HOME=/design/flow/orfs finish
</file>
<file path="design/flow/constraint.sdc">
current_design bunchOfRegEnable

set clk_period 1.5
set clk_io_pct 0.2

create_clock -name clk0 -period $clk_period [get_ports {clk}]

set non_clock_inputs [all_inputs -no_clocks]
set_input_delay [expr $clk_period * $clk_io_pct] -clock clk0 $non_clock_inputs
set_output_delay [expr $clk_period * $clk_io_pct] -clock clk0 [all_outputs]
</file>
<file path="design/flow/config.mk">
export PLATFORM = sky130hd
export DESIGN_NAME = bunchOfRegEnable
export DESIGN_NICKNAME = bunchOfRegEnable
export VERILOG_FILES = /design/flow/design.v
export SDC_FILE = /design/flow/constraint.sdc
export NUM_CORES = 4
export LEC_CHECK = 1
export CORE_AREA = 10 10 83 83
export DIE_AREA = 0 0 93 93
</file>
==> flow_metrics.py <==
# Auto-generated metrics
metrics = {
    "floorplan": {
        "row_count": 26,
        "chip_area_um2": 8650,
        "core_um2": 5140,
        "ios": 51,
        "fp.dieH_um": 93,
        "die_x_um": 93,
        "fp_util": 0.194,
    },
    "synth": {
        "yosysWarningCount": 1,
        "netlist_instances": 51,
        "synth.distinct_cells": 5,
        "synth_area_um2": 997,
        "synth-cells-yosys": 51,
        "syn_avg_cell_area_um2": 19.6,
        "ys_chip_area_um2": 997,
        "synth_flops": 24,
        "ys_seq_frac": 0.602,
    },
    "finish": {
        "syn_to_final_growth_pct": 63.2,
        "postLayoutCellArea_um2": 1630,
        "drive_above_1_share": 0.295,
    },
    "global_routing": {
        "antenna_found_initial": 0,
        "grt_max_degree": 25,
        "grtUsageTotal": 0.0560,
        "grt_overflow": 0,
        "grt_pass1_wl_mm": 4.08,
        "grt_pass1_vias": 720,
    },
    "cts": {
        "cts-buffers-inserted": 3,
        "htree_levels": 1,
        "hold_buffers": 0,
        "post-cts-setup-buffer-count": 0,
        "tritoncts": "done",
        "cts-resized-gates": 0,
        "cts_root_buf": "clkbuf_8",
        "cts_max_path_buffers": 2,
        "clk_latency_ps": 260,
        "cts.clk_slew.worst_paths_ps": 90,
        "clock-sinks": 24,
    },
    "detailed_routing": {
        "drt_iter0_drc": 17,
        "n_antenna_cell": 0,
        "viasPerCell": 3.48,
        "wl_mm": 2.39,
        "drc": 0,
        "routedWlPerCell_um": 13.6,
        "ant_nets": 0,
        "dr_total_vias": 609,
        "drtPass1Iterations": 2,
    },
    "critical_path": {
        "cp_top_family": "buffers and inverters",
        "crit_buf_inv": 1,
        "reg2reg_from": "q0[6]$_DFFE_PN0P_",
        "cp_slowest_stage_delay_ps": 480,
        "path_max_fanout": 2,
        "cp_cell_sequence": "clkdlybuf4s50_1",
        "criticalPathCategory": "register to primary output",
        "worstPathArrival_ps": 1110,
        "worstSetupEndpointType": "primary output",
        "cp-start-kind": "register",
        "worstPathRequired_ps": 1200,
        "cpMaxStageDelayCell": "clkdlybuf4s50_1",
        "crit_path_start": "q0[6]$_DFFE_PN0P_",
    },
    "timing": {
        "min_period_ps": 1410,
        "setup_tns_ps": 0,
        "timing.final.crit_share": 0.942,
        "finalSetupViolations": 0,
        "fmax_mhz": 707,
        "max-slew-margin-rel": 0.796,
        "rsz0062_at_grt": "no",
        "worst_pin_slew_ps": 306,
        "maxSlewViolCount": 0,
        "hold_viol": 0,
        "finalClockSkew_ps": 0,
    },
    "placed_design": {
        "port_buffers": 50,
        "gp_congestion": 0.697,
        "dpl-instance-area_um2": 1560,
        "dp_hpwl_mm": 1.90,
    },
    "hold_path": {
        "hold_class": "primary input to asynchronous set/reset pin",
    },
    "pwr": {
        "powerDensity_nw_per_um2": 996,
        "leakage_uw": 0.000706,
        "ir_drop_mv": 0.314,
    },
    "job": {
        "warning_count": 25,
        "cap_viol_max_count": 0,
    },
    "outcome": {
        "outcome": "completed",
    },
}
## where the power goes
| part | total (uW) | leakage, uW | switching [uW] | internal [uW] |
|---|---|---|---|---|
| Combinational | 320 | 0.000390 | 65.1 | 255 |
| Clock | 554 | 0.0000357 | 197 | 356 |
| Sequential | 748 | 0.000281 | 36.5 | 711 |
| Total | 1620 | 0.000706 | 299 | 1320 |
## layout by cell type, fill, tap and decap left out, drive strengths merged
cell type      synthesis  layout
mux2                  24      24
bufinv                 0       1
clkbuf                 0       3
clkdlybuf4s50          0      50
dfrtp                 24      24
buf                    3       3
## flip-flops by register name, summed over array words and instances, names as in the netlist
register  flops
q1            8
q2            8
q0            8
## cells in the mapped netlist
library cell  number  area (um^2)
dfrtp_1           24          601
buf_12             2         40.0
buf_6              1         11.3
mux2_4            20          300
mux2_2             4         45.0
## worst paths after layout
path	to	slack (ps)	depth (start not counted)
worst min register to register	q2[7]$_DFFE_PN0P_	510	1
max in group asynchronous	q2[1]$_DFFE_PN0P_	880	2
worst min-delay path	q0[3]$_DFFE_PN0P_	390	2
worst max-delay path	q0[6]	90	1
min in group clk0	q2[7]$_DFFE_PN0P_	510	1
worst max register to register	q0[6]$_DFFE_PN0P_	720	1
## layout make-up
cell class	count	area (um^2)
fill	525	3510
sequential	24	601
timing repair buffer	53	523
multi-input combinational	24	345
tap	70	87.6
clock buffer	3	41.3
clock inverter	1	30.0
## cell families after synthesis
group,after synthesis,share of synthesized area
buf+inv,3,0.0514
flops,24,0.602
mux,24,0.346
## per-stage QoR
step                 util  hold slack (ps)  setup slack (ps)  total power (uW)  instances
floorplan               -             4.41               536               863         51
global placement    0.303              493              19.1              1080        171
detailed placement  0.303              493             -11.3              1090        171
CTS                 0.317              391              60.8              1660        175
global route        0.317              423              30.0              1710        175
finish              0.317              387              86.4              1620        175
## layer usage
layer  vias to the layer above  track usage  wire length [um]
met2                        21       0.0911              1160
met4                         0       0.0116                44
li1                        282            -                 -
met3                         2       0.0121               129
met5                         -            0                 0
met1                       304       0.0753              1060
No activity file was given, so power comes from the tool's default toggle rates.
