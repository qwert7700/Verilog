===== run.sh =====
#!/bin/bash
# OpenROAD 26Q1-2900-gdf79404cd8, Yosys 0.63+post, stock flow scripts
make -C /OpenROAD-flow-scripts/flow DESIGN_CONFIG=/design/flow/config.mk WORK_HOME=/design/flow/orfs finish

===== config.mk =====
export PLATFORM = sky130hd
export DESIGN_NAME = bunchOfRegSelectLine
export DESIGN_NICKNAME = bunchOfRegSelectLine
export VERILOG_FILES = /design/flow/design.v
export SDC_FILE = /design/flow/constraint.sdc
export NUM_CORES = 4
export LEC_CHECK = 1
export CORE_AREA = 10 10 83 83
export DIE_AREA = 0 0 93 93
export SYNTH_HDL_FRONTEND = slang

===== constraint.sdc =====
current_design bunchOfRegSelectLine

set clk_period 1.5
set clk_io_pct 0.2

create_clock -name clk0 -period $clk_period [get_ports {clk}]

set non_clock_inputs [all_inputs -no_clocks]
set_input_delay [expr $clk_period * $clk_io_pct] -clock clk0 $non_clock_inputs
set_output_delay [expr $clk_period * $clk_io_pct] -clock clk0 [all_outputs]

===== design.v =====
`timescale 1ns / 1ps
module bunchOfRegSelectLine(
    input wire clk,
    input wire rst_n,
    input wire [7:0] d,
    input wire [1:0] addr,
    output reg [7:0] q0,
    output reg [7:0] q1,
    output reg [7:0] q2
    );
    reg sel0 ;
    reg sel1 ;
    reg sel2 ;
    always @(posedge clk or negedge rst_n) begin 
        sel0 = (addr == 2'b00) ;
        sel1 = (addr == 2'b01) ;
        sel2 = (addr == 2'b10) ;
        if(!rst_n) begin 
           q0 <= 8'h00 ; 
           q1 <= 8'h00 ; 
           q2 <= 8'h00 ; 
        end else begin 
            if(sel0) begin 
                q0 <= d ;
            end else if (sel1) begin 
                q1 <= d ;
            end else if (sel2) begin 
                q2 <= d ;
            end 
        end  
    end 
endmodule

==> impl_metrics.yaml <==
# implementation run metrics
outcome:
  status: "finished, final reports clean"
place:
  dp_cells: 164
  hpwl_mm: 1.861
  portBuffers: 35
  gp_congestion: 0.7277
timing:
  hold_viol_final: 0
  slew_headroom_pct: 90.51
  drv_slew: 0
  finClkSkew_ns: 0
  setup_violations: 0
  rsz0062_at_grt: "false"
  hold_ws_ns: 0.3852
  fin_crit_sh_pct: 95.04
  max_freq_mhz: 701.4
  setup_tns_ns: 0
  min_period_ns: 1.426
  tightest_slew_ns: 0.1421
global_route:
  groute.usage.overall_pct: 5.137
  grt_pass1_vias: 653
  antenna_found_initial: 0
  grt_max_degree: 25
  grt_pass1_wl_mm: 3.539
  grt_overflow: 0
die:
  rows: 26
  die_h_microns: 93
  pin_count: 36
  coreArea_sq_um: 5140
  die_x_microns: 93
  fp-utilization_pct: 17.67
  die_area_sq_um: 8649
worst_setup_path:
  critPathLaunchType: "flip-flop"
  cp-end-kind: "output port"
  max_stage_delay_ns: 0.48
  critPathKind: "flip-flop to output port"
  cp_max_fo: 2
  cp_num_cells: 1
  worst_ep_arrival_time_ns: 1.13
  path_cells: "clkdlybuf4s50_1"
  required_ns: 1.20
  crit_family: "buffers and inverters"
  slowest_stage: "clkdlybuf4s50_1"
  r2r_cells: 1
  rrSetupSlack_ns: 0.72
  worst-path-buf-inv: 1
pwr:
  p_leak_nw: 0.5975
  vdd_drop_max_mv: 0.4220
  total_power_mw: 1.703
  power_density_nw_per_um2: 1157
synth:
  syn_area_sq_um: 908.4
  yosys_cells: 53
  synth_top_cell_by_area: "dfrtp_1"
  ys_warn_count: 0
  yosysTopAreaCellShare_pct: 66.12
  syn_area_per_cell_sq_um: 17.14
  ys_area_sq_um: 908.4
  ys_ff: 24
  synthCells: 53
  synthTopCellsByArea: "dfrtp_1, mux2_2, buf_6"
  synth_cell_types: 7
  ys_seq_share_pct: 66.12
cts:
  postCtsSetupRepairBufs: 0
  post_cts_resized: 0
  cts_buffers: 3
  cts_hold_buf: 0
  clk_path_buf_depth: 2
  insertion_delay_ns: 0.26
  cts_tree: "built"
  cts-root-buf: "clkbuf_8"
  cts.clk_slew.worst_paths_ns: 0.09
  cts.sinks: 24
  htreeDepth: 1
hold_path:
  hp-class: "input port to async pin"
flow_run:
  warnings: 25
  drv_cap: 0
routing:
  routedWlPerCell_microns: 13.42
  drtAntennaViolNets: 0
  via_count: 600
  drtIter0Drc: 6
  first_pass_iters: 2
  n_antenna_cell: 0
  drt-total-wl_mm: 2.255
  post-route-drc-count: 0
  avgViaCountPerCell: 3.571
cells_and_area:
  final_cells: 168
  drive_above_1_share_pct: 37.76
  area_growth_pct: 61.98
  lay_top_count: "clkdlybuf4s50_1"
  mostFrequentLayoutCells: "clkdlybuf4s50_1, mux2_2, dfrtp_1"
  fillCellCount: 542
cell type report:
class	instances	area [sq um]	area share, %
Timing Repair Buffer	43	422.9	28.74
Multi-Input combinational cell	27	289.0	19.64
Clock buffer	3	41.29	2.806
Clock inverter	1	30.03	2.041
Sequential cell	24	600.6	40.82
Tap cell	70	87.58	5.952
worst paths after layout:
path                                    from                end
max in group asynchronous              rst_n  q0[4]$_DFFE_PN0N_
max reg2reg                q1[4]$_DFFE_PN0P_  q1[4]$_DFFE_PN0P_
min reg2reg                q2[2]$_DFFE_PN0P_  q2[2]$_DFFE_PN0P_
max                        q1[4]$_DFFE_PN0P_              q1[4]
min                                    rst_n  q0[1]$_DFFE_PN0N_
min in group clk0          q2[2]$_DFFE_PN0P_  q2[2]$_DFFE_PN0P_
cells in the mapped netlist:
master	n
dfrtp_1	24
mux2_2	24
buf_4	1
buf_6	1
nand2b_1	1
nor2_2	1
nor2b_1	1
power by group:
part / internal [mW] / total [mW] / switching [mW]
Combinational: 0.275 / 0.354 / 0.0796
Sequential: 0.742 / 0.790 / 0.0477
Clock: 0.356 / 0.559 / 0.202
sequential cells by signal, indices dropped and copies added (netlist names):
signal / cells
q0: 8
q1: 8
q2: 8
per-layer routing:
layer	wire length, microns	GRT usage, %	up-vias
li1	-	-	274
met1	1035	6.877	300
met2	946	7.185	26
met3	273	3.312	0
met4	0	0.2571	0
met5	0	0	-
through the flow:
stage	setup WS (ns)	area (sq um)	utilization [%]
2_1_floorplan	0.4564	908.4	-
3_3_place_gp	-0.08842	1400	27.24
3_5_place_dp	-0.1034	1400	27.24
4_1_cts	0.04622	1471	28.63
5_1_grt	0.02159	1471	28.63
6_report	0.07437	1471	28.63
cell families after synthesis:
kind of cell  count (synthesis)  share of synthesized area, %
flops                        24                         66.12
mux                          24                         29.75
buf+inv                       2                         2.066
simple gates                  3                         2.067
No activity file was given, so power comes from the tool's default toggle rates.
